==> ./design.v <==
`timescale 1ns / 1ps
module ForwardUnit(
    input [4:0] A1_D,
    input [4:0] A2_D,
    input [31:0] RD1_D,
    input [31:0] RD2_D,
    input [4:0] A1_E,
    input [4:0] A2_E,
    input [31:0] RD1_E,
    input [31:0] RD2_E,
    input [4:0] A3_E,
    input [31:0] WD_E,
    input [4:0] A3_M,
    input [31:0] WD_M,
    input [4:0] A3_W,
    input [31:0] WD_W,
	input [4:0] A2_M,
	input [31:0] RD2_M,
    output [31:0] Forward_A_D,
    output [31:0] Forward_B_D,
    output [31:0] Forward_A_E,
    output [31:0] Forward_B_E,
    output [31:0] Forward_DMWD_M,
	input [1:0] Tnew_E,
	input [1:0] Tnew_M
    );
	assign Forward_A_D = (A1_D == A3_E && A3_E != 0 && Tnew_E == 0) ? WD_E :
						 (A1_D == A3_M && A3_M != 0 && Tnew_M == 0) ? WD_M :
						 (A1_D == A3_W && A3_W != 0 ) ? WD_W :
													RD1_D;
	assign Forward_B_D = (A2_D == A3_E && A3_E != 0 && Tnew_E == 0) ? WD_E :
						 (A2_D == A3_M && A3_M != 0 && Tnew_M == 0) ? WD_M :
						 (A2_D == A3_W && A3_W != 0 ) ? WD_W :
													RD2_D;
	assign Forward_A_E = (A1_E == A3_M && A3_M != 0 && Tnew_M == 0) ? WD_M :
						 (A1_E == A3_W && A3_W != 0) ? WD_W :						
													RD1_E;
	assign Forward_B_E = (A2_E == A3_M && A3_M != 0 && Tnew_M == 0) ? WD_M :
						 (A2_E == A3_W && A3_W != 0) ? WD_W :						
													RD2_E;
	assign Forward_DMWD_M = (A2_M == A3_W && A3_W != 0) ? WD_W : RD2_M;
endmodule
==> ./run.sh <==
#!/bin/bash
# OpenROAD 26Q1-2900-gdf79404cd8, Yosys 0.63+post, stock flow scripts
make -C /OpenROAD-flow-scripts/flow DESIGN_CONFIG=/design/flow/config.mk WORK_HOME=/design/flow/orfs finish
==> ./config.mk <==
export PLATFORM = sky130hd
export DESIGN_NAME = ForwardUnit
export DESIGN_NICKNAME = ForwardUnit
export VERILOG_FILES = /design/flow/design.v
export SDC_FILE = /design/flow/constraint.sdc
export NUM_CORES = 4
export LEC_CHECK = 1
export CORE_AREA = 10 10 213 213
export DIE_AREA = 0 0 223 223
==> ./constraint.sdc <==
current_design ForwardUnit

set clk_period 14.3
set clk_io_pct 0.2

create_clock -name clk0 -period $clk_period

set non_clock_inputs [all_inputs -no_clocks]
set_input_delay [expr $clk_period * $clk_io_pct] -clock clk0 $non_clock_inputs
set_output_delay [expr $clk_period * $clk_io_pct] -clock clk0 [all_outputs]
==> CHANGELOG.md <==
### Physical design

- RSZ-0062 raised after global routing: no
- Sequential area share after synthesis: 0
- Number of setup violations in the final report: 0
- Initial antenna violation count: 0
- Avg WL per Cell: 21.5 um
- Startpoint types: input pin
- Yosys synthesis chip area: 5000 um^2
- Core area: 40,800 um^2
- Relative slew slack: 0.499
- Design Power: 277 uW
- Yosys top cell area share: 0.128
- GR Util met3: 0.0403
- Cell mode on critical path: clkdlybuf4s50_1
- Number of buffers inserted by port buffering: 460
- Met2 Use GR: 0.241
- First-pass GRT wire length: 52,000 um
- Top Ports: 460
- Max Cap Violations: 0
- DRT iter0 DRCs: 365
- LEAKAGE: 3.79 nW
- Critical-path top delay cell: or4_2
- Max-slew violation count: 0
- GR Overflow Total: 0
- Top cells, area: mux2i_1 (13%), a21oi_1 (9.6%), o221ai_2 (9.0%), inv_1 (7.2%), mux2_2 (7.2%)
- Total Wirelength: 36,300 um
- Worst Hold Endpoint: Forward_B_D[1]
- Chip width: 223 um
- Vias: 7,242
- Initial DRT Pass Iterations: 5
- Count of tool warnings: 32
- Die area: 49,700 um^2
- Largest net degree at the start of global routing: 37
- Min-Delay Path Class: input pin to primary output
- Worst-path maximum fanout: 36
- WP data required: 11.44 ns
- Tmin final: 9.07 ns
- Critical path cell sequence: clkdlybuf4s50_1 > or4_4 > o21ai_4 > or4_2 > buf_4 > o221a_2 > o21ai_1 > clkdlybuf4s50_1
- Mapped cell area: 5000 um^2
- Die height: 223 um
- Register area: 0 um^2
- Worst Hold Depth: 4
- Number of global-route vias before repair: 7,578
- Worst slew pin tran: 0.751 ns
- Final period util: 0.634
- ANT nets after route: 0
- Hold path start: WD_E[1]
- Worst setup path startpoint: A3_M[1]
- Final hold vios: 0
- Postcts setup bufs: 0
- Peak supply drop: 0.00964 mV
- Critical Path End Type: primary output
- Status: finished, final reports clean
- YS warnings: 0
- Setup Crit Path Kind: input pin to primary output
- Fmax: 110 MHz
- Flip-flops: 0
- Layout cells sized above 1: 0.119
- Via density: 4.30
- Post-synth top area cell: mux2i_1
- Critical Path Max Stage Delay: 0.62 ns
- Synth-to-Final Area Change: 100%
- # Cells Yosys: 746
- Post-CTS Hold Fix Bufs: 0
- Synthesized instance count: 746
- Syn Area/Cell: 6.71 um^2
- Clkbuf count: 0
- GR Layer Usage met1: 0.166
- Netlist cell types: 32
- Setup_tns: 0 ns
- Pwr Density: 27.6 nW/um^2
- Rows: 74
- GRT Max-Usage Layer: met2
- GRT Total Usage: 0.138
- Placer Congestion: 0.882
- Residual DRC count: 0
- Dpl hpwl: 29,900 um
- Commonest cells post-synth: a21oi_1 (96), inv_1 (96), nand2_1 (68), nor2_1 (68)
- Post-CTS resize count: 0
- Pre-Place Util: 0.123
- Worst Path Arrival: 6.21 ns
routing by layer:
metal	part of all wire	up-vias
met4	0.014	0
met1	0.41	3358
met3	0.092	25
met5	0	-
met2	0.49	396
li1	-	3463
worst max-delay path, delay by kind of cell:
| family | cells | cell delay, ns |
|---|---|---|
| compound gates | 3 | 0.56 |
| buf+inv | 3 | 1.53 |
| simple gates | 2 | 1.23 |
kinds of logic (layout without fill, tap and decap cells):
logic type,after synthesis,in the layout,share of synthesized area
buf+inv,173,579,0.166
mux,96,96,0.200
other cells,0,1,0
simple gates,164,164,0.151
compound gates,258,258,0.387
xor+xnor,55,55,0.0962
area by class of cell:
cell class	count	area, um^2
inverters	96	360
diodes	1	2.50
multi-input cells	573	4220
well taps	532	666
fillers	4431	30800
repair buffers	483	4780
placed cells by master, fill, tap and decap left out, drive strengths merged:
master	n
nand4	1
mux2i	64
nor2b	1
inv	96
o21ai	66
nand3	8
mux2	32
o221ai	32
clkdlybuf4s50	460
diode	1
xnor2	31
nor2	68
nand2b	1
or4	7
nor4	7
nand2	68
o221a	32
a22o	32
buf	23
nor3	1
xor2	24
a21oi	96
and4b	1
and3	1
worst max path at each step:
stage,slack [ns],end
finish,5.23,Forward_B_D[12]
CTS,5.21,Forward_A_D[14]
global route,5.08,Forward_B_D[14]
stage by stage:
stage                     instance area [um^2]   util  instances  hold WS [ns]  setup slack (ns)
after floorplan                           5000      -        746          5.78              7.13
after global placement                   10000  0.245       1684          6.68              5.25
after detailed placement                 10000  0.245       1684          6.67              5.21
after CTS                                10000  0.245       1684          6.68              5.21
after global routing                     10000  0.245       1684          6.72              5.08
final                                    10000  0.246       1685          6.68              5.23
power breakdown:
group	internal [mW]	switching [mW]	total, mW
Clock	0.00000000935	0	0.00000000936
Sequential	0	0	0
Combinational	0.180	0.0969	0.277
Total	0.180	0.0969	0.277
No activity file was given, so power comes from the tool's default toggle rates.
