==> design.v <==
`timescale 1ns / 1ps
module IF_ID_Reg(
    input [31:0] PC_F_D,
    input [31:0] PC4_F_D,
    input [31:0] Instr_F_D,
    input clk,
    input reset,
    input F_D_RegEn,
    output reg [31:0] PC_D,
    output reg [31:0] PC4_D,
    output reg [31:0] Instr_D
    );
	initial begin
		PC_D <= 0;
		PC4_D <= 0;
		Instr_D <= 0;
	end
	always @(posedge clk) begin
		if(reset) begin
			PC_D <= 0;
			PC4_D <= 0;
			Instr_D <= 0;
		end
		else if(F_D_RegEn) begin
				PC_D <= PC_F_D;
				PC4_D <= PC4_F_D;
				Instr_D <= Instr_F_D;
		end
		else begin end
	end
endmodule
module ID_EX_Reg(
    input Flush_E,
    input clk,
    input reset,
    input [31:0] Instr_D,
    input [31:0] RD1_D_E,
    input [31:0] RD2_D_E,
    input [31:0] imm32_D_E,
    input [4:0] A3_D_E,
    input [31:0] WD_D_E,
    output reg [31:0] Instr_E,
    output reg [31:0] RD1_E,
    output reg [31:0] RD2_E,
    output reg [31:0] imm32_E,
    output reg [4:0] A3_E,
    output reg [31:0] WD_E,
    input [31:0] PC_D,
    output reg [31:0] PC_E,
	input [1:0] Tnew_D_E,
	output reg [1:0] Tnew_E
    );
	initial begin
		Instr_E <= 0;
		RD1_E <= 0;
		RD2_E <= 0;
		imm32_E <= 0;
		A3_E <= 0;
		WD_E <= 0;
		PC_E <= 0;
		Tnew_E <= 0;
	end
	always @(posedge clk) begin
		if(reset || Flush_E) begin
			Instr_E <= 0;
			RD1_E <= 0;
			RD2_E <= 0;
			imm32_E <= 0;
			A3_E <= 0;
			WD_E <= 0;
			PC_E <= 0;
			Tnew_E <= 0;
		end
		else begin
			Instr_E <= Instr_D;
			RD1_E <= RD1_D_E;
			RD2_E <= RD2_D_E;
			imm32_E <= imm32_D_E;
			A3_E <= A3_D_E;
			WD_E <= WD_D_E;
			PC_E <= PC_D;
			Tnew_E <= Tnew_D_E ;
		end
	end
endmodule
module EX_MEM_Reg(
    input clk,
    input reset,
    input [31:0] Instr_E,
    input [31:0] ALUOut_E_M,
    input [31:0] RD2_E_M,
    input [31:0] WD_E_M,
    input [31:0] PC_E,
    input [4:0] A3_E_M,
    output reg [31:0] Instr_M,
    output reg [31:0] ALUOut_M,
    output reg [31:0] RD2_M,
    output reg [31:0] WD_M,
    output reg [31:0] PC_M,
    output reg [4:0] A3_M,
	input [1:0] Tnew_E_M,
	output reg [1:0] Tnew_M
    );
	initial begin
		Instr_M <= 0;
		ALUOut_M <= 0;
		RD2_M <= 0;
		WD_M <= 0;
		PC_M <= 0;
		A3_M <= 0;
		Tnew_M <= 0;
	end
	always @(posedge clk) begin
		if(reset) begin
			Instr_M <= 0;
			ALUOut_M <= 0;
			RD2_M <= 0;
			WD_M <= 0;
			PC_M <= 0;
			A3_M <= 0;
			Tnew_M <= 0;
		end
		else begin
			Instr_M <= Instr_E;
			ALUOut_M <= ALUOut_E_M;
			RD2_M <= RD2_E_M;
			WD_M <= WD_E_M;
			PC_M <= PC_E;
			A3_M <= A3_E_M;
			Tnew_M <= Tnew_E_M;
		end
	end
endmodule
module MEM_WB_Reg(
    input clk,
    input reset,
    input [4:0] A3_M_W,
	input [31:0] ALUOut_M,
	output reg [31:0] ALUOut_W,
    output reg [4:0] A3_W,
    input [31:0] WD_M_W,
    input [31:0] PC_M,
    output reg [31:0] PC_W,
    output reg [31:0] WD_W,
    input [31:0] Instr_M,
    output reg [31:0] Instr_W
    );
	initial begin
		A3_W <= 0;
		PC_W <= 0;
		WD_W <= 0;
		Instr_W <= 0;
		ALUOut_W <= 0;
	end
	always @(posedge clk)begin
		if(reset) begin
			A3_W <= 0;
			PC_W <= 0;
			WD_W <= 0;
			Instr_W <= 0;
			ALUOut_W <= 0;
		end
		else begin
			A3_W <= A3_M_W;
			PC_W <= PC_M;
			WD_W <= WD_M_W;
			Instr_W <= Instr_M;
			ALUOut_W <= ALUOut_M;
		end
	end
endmodule
==> run.sh <==
#!/bin/bash
# OpenROAD 26Q1-2900-gdf79404cd8, Yosys 0.63+post, stock flow scripts
make -C /OpenROAD-flow-scripts/flow DESIGN_CONFIG=/design/flow/config.mk WORK_HOME=/design/flow/orfs finish
==> config.mk <==
export PLATFORM = sky130hd
export DESIGN_NAME = ID_EX_Reg
export DESIGN_NICKNAME = ID_EX_Reg
export VERILOG_FILES = /design/flow/design.v
export SDC_FILE = /design/flow/constraint.sdc
export NUM_CORES = 4
export LEC_CHECK = 1
export CORE_AREA = 10 10 192 192
export DIE_AREA = 0 0 202 202
==> constraint.sdc <==
current_design ID_EX_Reg

set clk_period 1.0
set clk_io_pct 0.2

create_clock -name clk0 -period $clk_period [get_ports {clk}]

set non_clock_inputs [all_inputs -no_clocks]
set_input_delay [expr $clk_period * $clk_io_pct] -clock clk0 $non_clock_inputs
set_output_delay [expr $clk_period * $clk_io_pct] -clock clk0 [all_outputs]
==> flow_results.xml <==
<?xml version="1.0" encoding="UTF-8"?>
<metrics>
  <group name="sta">
    <metric name="min_period" unit="ps">1102</metric>
    <metric name="postLayoutSetupSlackWorst" unit="ps">-102.0</metric>
    <metric name="worst-slew-pin-transition" unit="ps">452.3</metric>
    <metric name="fin_crit_sh" unit="">1.102</metric>
    <metric name="report.final.slew_viol_count" unit="">0</metric>
    <metric name="slew_margin_rel" unit="">0.6978</metric>
    <metric name="report.final.setup_viol" unit="">199</metric>
    <metric name="report.final.hold_viol_count" unit="">0</metric>
    <metric name="achievable-frequency" unit="MHz">907.5</metric>
    <metric name="timing.hold.ws" unit="ps">49.66</metric>
    <metric name="grt_setup_unrepaired" unit="">yes</metric>
    <metric name="fin_setup_tns" unit="ps">-11020</metric>
  </group>
  <group name="synthesis">
    <metric name="ys_cells" unit="">442</metric>
    <metric name="ys_seq_elements" unit="">199</metric>
    <metric name="syn_inst" unit="">442</metric>
    <metric name="ys.warnings.count" unit="">1</metric>
    <metric name="synth_cell_type_count" unit="">6</metric>
    <metric name="yosys_area" unit="um^2">6420</metric>
    <metric name="post_synth_instance_area" unit="um^2">6420</metric>
    <metric name="seq_area_frac_synth" unit="">0.6205</metric>
    <metric name="synth.avg_cell_area" unit="um^2">14.52</metric>
  </group>
  <group name="placement">
    <metric name="place.detailed.instances" unit="">1289</metric>
    <metric name="quantity_of_i_o_buffers_inserted_on_ports" unit="">400</metric>
    <metric name="place.gp.congestion" unit="">0.7975</metric>
    <metric name="dpl.hpwl" unit="mm">17.81</metric>
    <metric name="dpl_cell_area" unit="um^2">11090</metric>
  </group>
  <group name="cells_and_area">
    <metric name="drive_gt1_frac" unit="">0.5006</metric>
    <metric name="finish.instance_area" unit="um^2">10790</metric>
    <metric name="post_layout_nonfiller_instances" unit="">1321</metric>
    <metric name="fin_util" unit="">0.3309</metric>
    <metric name="final_common_cell" unit="">sky130_fd_sc_hd__clkdlybuf4s50_1</metric>
    <metric name="synthToLayoutAreaGrowth" unit="%">68.12</metric>
    <metric name="lay_top_cells" unit="">sky130_fd_sc_hd__clkdlybuf4s50_1 (199), sky130_fd_sc_hd__buf_2 (191), sky130_fd_sc_hd__dfxtp_1 (151), sky130_fd_sc_hd__nor3b_2 (110), sky130_fd_sc_hd__nor3b_1 (89)</metric>
  </group>
  <group name="routing">
    <metric name="wl_per_cell" unit="um">17.21</metric>
    <metric name="viasPerCell" unit="">3.688</metric>
    <metric name="totalWireLength" unit="mm">22.73</metric>
    <metric name="postRouteAntennaNets" unit="">0</metric>
    <metric name="remaining_drc_errors" unit="">0</metric>
    <metric name="dr.pass1.iters" unit="">4</metric>
    <metric name="route.antenna.diode_count" unit="">0</metric>
    <metric name="dr.first_iter.drc_count" unit="">105</metric>
    <metric name="num_vias" unit="">4872</metric>
  </group>
  <group name="clocking">
    <metric name="cts_num_sinks" unit="">199</metric>
    <metric name="worst_setup_hold_path_clk_slew" unit="ps">80</metric>
    <metric name="tritoncts" unit="">built</metric>
    <metric name="numCtsBuffers" unit="">17</metric>
    <metric name="clockRootBuffer" unit="">sky130_fd_sc_hd__clkbuf_16</metric>
    <metric name="clock_tree.htree_level_count" unit="">4</metric>
    <metric name="clock_tree.buffer_depth" unit="">2</metric>
  </group>
  <group name="global_routing">
    <metric name="grt_usage" unit="">0.1091</metric>
    <metric name="grt_overflow_total" unit="">0</metric>
    <metric name="first_pass_grt_wire_length" unit="mm">34.02</metric>
    <metric name="grt_pass1_vias" unit="">5198</metric>
    <metric name="grt_antenna_before_repair" unit="">0</metric>
    <metric name="pin_count_of_the_biggest_net_entering_global_routing" unit="">34</metric>
  </group>
  <group name="floorplanning">
    <metric name="floorplanUtilization" unit="">0.1968</metric>
    <metric name="die-area" unit="um^2">40800</metric>
    <metric name="std_cell_rows" unit="">66</metric>
    <metric name="die_width" unit="um">202</metric>
    <metric name="core" unit="um^2">32620</metric>
    <metric name="pin_count" unit="">401</metric>
    <metric name="dieHeight" unit="um">202</metric>
  </group>
  <group name="min_path">
    <metric name="holdPathStages" unit="">2</metric>
    <metric name="min_path_type" unit="">input pin to flop</metric>
    <metric name="min_to" unit="">WD_E[22]</metric>
    <metric name="holdCritStartpoint" unit="">reset</metric>
  </group>
  <group name="outcome">
    <metric name="outcome" unit="">complete, but fails checks</metric>
    <metric name="violations_in_the_final_reports" unit="">setup timing</metric>
  </group>
  <group name="pwr">
    <metric name="power.density_cell_area" unit="nW/um^2">1608</metric>
    <metric name="leakage" unit="uW">0.004519</metric>
    <metric name="vdd_drop_max" unit="mV">1.143</metric>
  </group>
  <group name="critical_path">
    <metric name="timing.critical_path.fanout_max" unit="">1</metric>
    <metric name="criticalPathCategory" unit="">flop to output port</metric>
    <metric name="critical_path_cell_by_cell" unit="">buf_2</metric>
    <metric name="cp.depth" unit="">1</metric>
    <metric name="slowest_stage" unit="">sky130_fd_sc_hd__dfxtp_2</metric>
    <metric name="critical_path_buf_inv_count" unit="">1</metric>
    <metric name="cp.required" unit="ps">800</metric>
    <metric name="slowest_stage_delay_cp" unit="ps">340</metric>
    <metric name="startpoint_type_of_the_worst_setup_path" unit="">flop</metric>
    <metric name="worstSetupEndpointType" unit="">output port</metric>
    <metric name="critical_path.top_delay_family" unit="">flip-flops</metric>
    <metric name="crit_arrival" unit="ps">900</metric>
  </group>
  <group name="run">
    <metric name="maxCapViolations" unit="">0</metric>
    <metric name="warnings" unit="">27</metric>
  </group>
</metrics>
## cells by family (layout without fill, tap and decap cells)
group / Yosys count / after routing / share of synthesized area
DFF: 199 / 199 / 0.6205
and+or+nand+nor: 199 / 199 / 0.3185
buffers and inverters: 44 / 481 / 0.06100
## sequential cells by signal, summed over array words and instances, names as in the netlist
register / flops
Instr_E: 32
PC_E: 32
RD1_E: 32
RD2_E: 32
WD_E: 32
imm32_E: 32
A3_E: 5
Tnew_E: 2
## cell usage after synthesis (all sizes together)
cell type | number | area [um^2]
buf | 44 | 391.6
dfxtp | 199 | 3984
nor3b | 199 | 2044
## metal layers
metal	global-route usage	wire length, um
met5	0	0
met4	0.01128	276
met3	0.06539	2994
met2	0.1730	10310
met1	0.1291	9149
## metrics by stage
stage | setup slack, ps | total power [uW]
2_1_floorplan | 182.6 | 9127
3_3_place_gp | -282.4 | 10790
3_5_place_dp | -289.1 | 10790
4_1_cts | -162.4 | 17680
5_1_grt | -167.5 | 18170
6_report | -102.0 | 17360
## worst max path at each step
stage     startpoint       end  slack (ps)
6_report    WD_E[18]  WD_E[18]        -100
5_1_grt     WD_E[18]  WD_E[18]        -170
4_1_cts     WD_E[18]  WD_E[18]        -160
## report_power, final
group          internal [uW]  total [uW]  leakage (uW)  switching (uW)
sequential              8250        8330       0.00165            75.5
clock                   3630        7060      0.000293            3430
combinational           1340        1970       0.00257             630
total                  13200       17400       0.00452            4130
## repair_timing
item                                    in CTS  in global routing
gates resized                              684                 30
endpoints found under the setup margin     199                199
hold buffers                                 0                  0
setup buffers                                0                  0
## area by class of cell
class	count	area, um^2
well taps	442	553.0
flip-flops and latches	199	4044
fillers	3340	21830
clock buffers	18	439.2
multi-input cells	199	2044
repair buffers	449	3558
clock inverters	14	153.9
Power and IR drop assume default switching activity.
