### flow/config.mk
export PLATFORM = sky130hd
export DESIGN_NAME = ALU
export DESIGN_NICKNAME = ALU
export VERILOG_FILES = /design/flow/design.v
export SDC_FILE = /design/flow/constraint.sdc
export NUM_CORES = 4
export LEC_CHECK = 1
export CORE_UTILIZATION = 40
### flow/constraint.sdc
current_design ALU

set clk_period 23.6
set clk_io_pct 0.2

create_clock -name clk0 -period $clk_period

set non_clock_inputs [all_inputs -no_clocks]
set_input_delay [expr $clk_period * $clk_io_pct] -clock clk0 $non_clock_inputs
set_output_delay [expr $clk_period * $clk_io_pct] -clock clk0 [all_outputs]
### flow/design.v
`timescale 1ns / 1ps
`timescale 1ns / 1ps
module ALU(
    input [31:0] A,
    input [31:0] B,
    output [31:0] C,
    input [3:0] ALUOp
    );
	assign C = (ALUOp == 4'b0000)  ? (A + B) :
			   (ALUOp == 4'b0001)  ? (A - B) :
			   (ALUOp == 4'b0010)   ? (A | B) :
			   (ALUOp == 4'b0011)  ? (B << A[4:0]) :
			   (ALUOp == 4'b0100)  ? (($signed(A) < $signed(B)) ? 1 : 0) :
			   (ALUOp == 4'b0101) ? ((A < B) ? 1 : 0) :
			   (ALUOp == 4'b0110)  ? (A & B) :
			   (ALUOp == 4'b0111)  ? ~(A | B) :
			   (ALUOp == 4'b1000)  ? (A ^ B) :
			   (ALUOp == 4'b1001)  ? $signed(($signed(B) >>> A[4:0])) :
			   (ALUOp == 4'b1010)  ? (B >> A[4:0]) : 32'hffffffff;
endmodule
### flow/run.sh
#!/bin/bash
# OpenROAD 26Q1-2900-gdf79404cd8, Yosys 0.63+post, stock flow scripts
make -C /OpenROAD-flow-scripts/flow DESIGN_CONFIG=/design/flow/config.mk WORK_HOME=/design/flow/orfs finish
==> results_dict.tcl <==
# place-and-route summary
set metrics [dict create \
    status "completed" \
    drt_wl_total_mm 48.1 \
    utilization_pct 45.1 \
    synthesis.area_sq_um 9500 \
    rows 56 \
    syn_inst 1377 \
    drive_gt1_share_pct 8.90 \
    vias_per_cell 6.66 \
    power_mw 0.274 \
    warnings 96 \
    worstHoldStart "ALUOp[0]" \
    required_ps 18880 \
    fin_crit_sh_pct 59.4 \
    slew_violations 0 \
    dp_hpwl_mm 37.5 \
    top_area_cell "ha_1" \
    hold_buffers 0 \
    max_clock_freq_mhz 71.3 \
    via_count 11400 \
    cts_resized 0 \
    flop_area_sq_um 0 \
    ioPinCount 100 \
    rsz0062_at_grt "false" \
    top_area_share_pct 12.6 \
    post-cts-setup-buffers 0 \
    cp-start-kind "input pin" \
    drtIter0Drc 1177 \
    slew_headroom_pct 40.5 \
    fillers 2492 \
    die_h_um 156 \
    clkbuf_count 0 \
    globalplace.congestion 1.04 \
    ys_types 91 \
    gr-total-overflow 0 \
    final-hold-violation-count 0 \
    syn_avg_cell_area_sq_um 6.90 \
    hold_ws_ps 10440 \
    syn_to_final_growth_pct 11.1 \
    p_per_area_nw_per_um2 26.0 \
    finalSetupViolCount 0 \
    fp.dieW_um 156 \
    drc 0 \
    swShare_pct 60.2 \
    fp_util_pct 40.6 \
    path_max_fanout 37 \
    nFlopsAndLatches 0 \
    setup_tns_ps 0 \
    cp.arrival_ps 9300 \
    ys_cells 1377 \
    p_switching_mw 0.165 \
    holdPathEnd "C[24]" \
    synth_seq_share_pct 0 \
    internal_power_mw 0.109 \
    grt_max_degree 64 \
    portBuffers 100 \
    grtUsageTotal_pct 39.6 \
    fin_crit_ps 14020 \
    drt-pass1-iter-count 6 \
    path_class "input pin to output port" \
    lay_top_cells "129 x nor2_1, 120 x a21oi_1, 119 x nand2_1" \
    drv_cap 0 \
    antenna_found_initial 4 \
    top_cells_by_area "ha_1 13%, mux4_2 7.6%, a21oi_1 6.3%" \
    worstMarginPinSlew_ps 883 \
    ys_area_sq_um 9500 \
    lay_top_count "nor2_1" \
    chip_area_sq_um 24400 \
    coreArea_sq_um 23400 \
    grt_pass1_vias 10400 \
    ys_warn_count 0 \
    setup_slack_ps 9580 \
    antenna_left 0 \
    cellLeakagePower_nw 4.27 \
    end_kind "output port" \
    min_path_cells 5 \
    wl_per_cell_um 28.0 \
    min_path_type "input pin to output port" \
    grt_pass1_wl_mm 69.3 \
    pre_cts_slack_ps 9720 \
    ir_worst_vdd_mv 0.0133 \
]
## worst max-delay path: stages
cell and delay [ps]:
clkdlybuf4s50_1 450, buf_4 390, inv_2 210, ha_1 530, o21a_1 170, o31a_1 250
o2111ai_2 210, a311oi_1 760, o211ai_1 240, a21oi_1 180, o22ai_1 120, xnor2_1 190
a221oi_1 330, clkdlybuf4s50_1 530
## metal layers
layer / vias up / track usage, % / wire, um
met3: 122 / 5.40 / 3890
met1: 5446 / 53.6 / 19600
met5: - / 0 / 22
li1: 5232 / - / -
met2: 624 / 60.6 / 21400
met4: 4 / 22.7 / 3220
## how the worst max path moves through the flow
stage                 from  endpoint
after CTS             A[4]     C[29]
after global routing  A[4]     C[29]
final                 A[4]     C[28]
## power by group through the flow
stage / Sequential [mW] / Combinational, mW / Clock, mW
after CTS: 0 / 0.269 / 0
after global routing: 0 / 0.292 / 0
## cell type report
| class | instances | area, sq um | area share [%] |
|---|---|---|---|
| Antenna cell | 2 | 5.00 | 0.0474 |
| Timing Repair Buffer | 128 | 1190 | 11.3 |
| Inverter | 102 | 383 | 3.63 |
| Multi-Input combinational cell | 1164 | 8580 | 81.3 |
| Tap cell | 319 | 399 | 3.78 |
## cells by family (layout without fill, tap and decap cells)
group	count (synthesis)	after routing	share of synthesized area, %
multiplexers	118	118	18.1
AND-OR/OR-AND	515	515	36.8
other	0	2	0
XOR/XNOR	21	21	1.94
buffers and inverters	213	230	9.84
AND/OR/NAND/NOR	412	412	20.3
adder cells (fa/ha/maj)	98	98	13.1
## synthesized netlist by cell type, types with 13 or more instances
cell,number
nor2_1,129
a21oi_1,120
nand2_1,119
o21ai_0,99
ha_1,96
inv_1,96
clkbuf_1,60
mux2i_1,59
nor3_1,36
mux4_2,32
a221oi_1,29
buf_2,28
nand3_1,28
o22ai_1,27
a211oi_1,26
o211ai_1,24
mux2_2,19
nand2b_1,18
xnor2_1,17
a31oi_1,16
o221ai_1,16
nor2b_1,15
o21bai_1,15
a21o_1,13
## through the flow
| step | cell area, sq um | std cells |
|---|---|---|
| floorplan | 9500 | 1377 |
| global placement | 10600 | 1713 |
| detailed placement | 10600 | 1713 |
| CTS | 10600 | 1713 |
| global route | 10600 | 1713 |
| finish | 10600 | 1715 |
Power is estimated from default activity; no workload was simulated.
